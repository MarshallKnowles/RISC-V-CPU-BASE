==> flow/design.v <==
module regn(
	input signed [31:0] din,
	input clk, enable, reset,
	output reg signed [31:0] dout
	);
	always @(posedge clk)
	begin
	    if(reset)
		    dout <= 32'h0000;
	    else if(enable)
		    dout <= din;
	end
endmodule
module regn_file(
    input [31:0] din, reset, enable,
    input [4:0] select,
    input clk,
    output wire [31:0] dout
);
    wire [31:0] doutRegnWires [31:0];
    genvar i;
generate
    for(i = 0; i<32; i = i +1 ) begin
    regn x(.din(din), .clk(clk), .reset(reset[i]), .enable(enable[i]), .dout(doutRegnWires[i]));
    end
endgenerate
assign dout = doutRegnWires[select];
endmodule
==> flow/run.sh <==
#!/bin/bash
# OpenROAD 26Q1-2900-gdf79404cd8, Yosys 0.63+post, stock flow scripts
make -C /OpenROAD-flow-scripts/flow DESIGN_CONFIG=/design/flow/config.mk WORK_HOME=/design/flow/orfs finish
==> flow/config.mk <==
export PLATFORM = sky130hd
export DESIGN_NAME = regn_file
export DESIGN_NICKNAME = regn_file
export VERILOG_FILES = /design/flow/design.v
export SDC_FILE = /design/flow/constraint.sdc
export NUM_CORES = 4
export LEC_CHECK = 1
export CORE_UTILIZATION = 40
==> flow/constraint.sdc <==
current_design regn_file

set clk_period 12.2
set clk_io_pct 0.2

create_clock -name clk0 -period $clk_period [get_ports {clk}]

set non_clock_inputs [all_inputs -no_clocks]
set_input_delay [expr $clk_period * $clk_io_pct] -clock clk0 $non_clock_inputs
set_output_delay [expr $clk_period * $clk_io_pct] -clock clk0 [all_outputs]
==> results_dict.tcl <==
# metrics dict for downstream scripts
set metrics [dict create \
    status "completed" \
    hold_buffers 0 \
    grt_pass1_vias 34974 \
    regMostFlops "genblk1.x.dout" \
    ant_nets 0 \
    max-slew-margin-rel 0.327 \
    avgRoutedWirePerCell_microns 27.5 \
    clockRootBuffer "clkbuf_16" \
    cap_violations 0 \
    slew_viol_final 0 \
    portBuffers 133 \
    hold_viol 0 \
    pin_count 134 \
    critPathBufInv 5 \
    cp_top_family "buffers and inverters" \
    numSynthFlops 1024 \
    final_layout_size_suffix_gt1_frac 0.0906 \
    layout.area.comb_sq_um 22200 \
    syn2layout_area_growth_pct 12.3 \
    warnings 26 \
    edf_count 0 \
    rsz0062_at_grt "no" \
    sw_frac_of_total 0.266 \
    flop_cell "dfxtp_1" \
    setup_viol 0 \
    finalCriticalPeriod_ns 9.29 \
    gp_congestion 0.924 \
    holdCritPathClass "reg -> reg" \
    fp-row-count 122 \
    r2r-end "genblk1[14].x.dout[29]$_SDFFE_PP0P_" \
    tritoncts "built" \
    reg2reg_depth 2 \
    die_h_microns 337 \
    leakage_nw 22.3 \
    async_flop_share 0 \
    critPathMostFrequentCell "buf_4" \
    final_cells 6155 \
    synth_area_sq_um 44800 \
    clkTransAtPathRegs_ns 0.06 \
    cts_buffers 106 \
    p_int_mw 5.78 \
    yosysWarnings 2 \
    largest_reg_flops 1024 \
    clock_latency_ns 0.69 \
    slowest_stage "nor4_1" \
    cp_max_fo 50 \
    num_vias 36404 \
    ys_seq_share 0.458 \
    p_sw_mw 2.09 \
    drc 0 \
    finalClockPeriodUsage 0.761 \
    crit_path_start "select[3]" \
    syn_inst 4705 \
    p_comb_frac 0.118 \
    first_pass_iters 6 \
    dp.cells 5964 \
    cts_resized 0 \
    track_usage 0.307 \
    fp_util 0.404 \
    core_sq_um 111000 \
    grt_max_degree 88 \
    ir_drop_uv 120 \
    power_density_nw_per_um2 157 \
    reg2reg_from "genblk1[14].x.dout[29]$_SDFFE_PP0P_" \
    top_regs "genblk1.x.dout x1024" \
    grt.overflow.total 0 \
    cp.depth 10 \
    dp_hpwl_mm 99.1 \
    drtIter0Drc 3291 \
    cts_setup_buffers 0 \
    antenna_found_initial 6 \
    p_clk_frac 0.419 \
    fin_worst_skew_ns 0 \
    n_fill_cell 10416 \
    fmax_ghz 0.108 \
    worstSetupStartpointType "input port" \
    crit_path_end "dout[13]" \
    crit_chain "buf_4 > buf_4 > buf_4 > nor2b_4 > buf_4 > and2_1 > a221o_1 > nor4_1 > a31oi_1 > clkdlybuf4s50_1" \
    arrival_ns 6.85 \
    r2r_slack_ns 11.51 \
    cts_max_path_buffers 3 \
    wirelength_mm 169 \
    tns_ns 0 \
    seq_power_share 0.463 \
    tightest_slew_ns 1.00 \
    ys_types 70 \
    grt_pass1_wl_mm 246 \
    vias_per_cell 5.91 \
    synth.avg_cell_area_sq_um 9.52 \
    num_antenna_cells 0 \
    hold_depth 2 \
    dieArea_sq_um 113000 \
    cp.required_ns 9.76 \
    ys_cells 4705 \
    die_w_microns 337 \
    critical_path_class "in -> out" \
    ctsHtreeMaxLevel 3 \
    cts_sinks 1024 \
    synth-area-yosys_sq_um 44800 \
    crit_path_end_kind "primary output" \
    cpPeakStageDelay_ns 0.82 \
    flop_area_sq_um 20500 \
]
==> layer usage <==
layer / vias up / share of wire / track usage
met3: 397 / 0.10 / 0.0928
li1: 16383 / - / -
met2: 1764 / 0.43 / 0.451
met1: 17848 / 0.42 / 0.443
met4: 12 / 0.039 / 0.0974
met5: - / 0.00041 / 0
==> stage by stage <==
step,instance area (sq um),util,hold WS [ns],power [mW],worst slack [ns]
after floorplan,44800,-,0.451,4.25,5.76
after global placement,46800,0.422,0.464,4.61,3.12
after detailed placement,46800,0.422,0.470,4.62,3.12
after CTS,50300,0.454,0.487,7.88,3.11
after global routing,50300,0.454,0.502,8.10,2.78
final,50300,0.454,0.482,7.88,2.91
==> cell usage in the layout (no fill, tap or decap), drive strengths merged, types with 50 or more instances in the layout <==
master / instances
and3: 217
dfxtp: 1024
nand3: 128
a22oi: 123
nor2: 1045
clkdlybuf4s50: 76
a21oi: 52
nand3b: 50
a2111oi: 67
mux2i: 1052
clkbuf: 162
buf: 203
==> worst register-to-register path, delay by kind of cell, from the launching register on <==
kind | cells | cell delay [ns]
flip-flops | 1 | 0.34
AND/OR/NAND/NOR | 1 | 0.06
multiplexers | 1 | 0.16
==> cells in the mapped netlist, types with 42 or more instances <==
| master | number | area [sq um] |
|---|---|---|
| dfxtp_1 | 1024 | 20500 |
| and3_1 | 217 | 1360 |
| mux2i_1 | 1052 | 10500 |
| clkbuf_1 | 330 | 1240 |
| buf_1 | 101 | 379 |
| nand3_1 | 128 | 641 |
| buf_2 | 52 | 260 |
| a21oi_1 | 52 | 260 |
| o21ai_0 | 42 | 210 |
| nand3b_1 | 49 | 368 |
| a22oi_1 | 123 | 923 |
| nor2_1 | 1043 | 3920 |
| a2111oi_0 | 45 | 394 |
==> kinds of logic (layout without fill, tap and decap cells) <==
| kind of cell | count (synthesis) | after routing | share of synthesized area |
|---|---|---|---|
| compound gates | 490 | 490 | 0.0870 |
| flops | 1024 | 1024 | 0.458 |
| buf+inv | 509 | 471 | 0.0477 |
| simple gates | 1619 | 1619 | 0.169 |
| mux | 1063 | 1063 | 0.239 |
==> how the worst min path moves through the flow <==
stage	startpoint	slack, ns	end
global route	genblk1[10].x.dout[25]$_SDFFE_PP0P_	0.50	genblk1[10].x.dout[25]$_SDFFE_PP0P_
CTS	genblk1[10].x.dout[18]$_SDFFE_PP0P_	0.49	genblk1[10].x.dout[18]$_SDFFE_PP0P_
finish	genblk1[10].x.dout[18]$_SDFFE_PP0P_	0.48	genblk1[10].x.dout[18]$_SDFFE_PP0P_
==> cell type report <==
type | instances | area share
flip-flops and latches | 1024 | 0.408
clock buffers | 162 | 0.0630
clock inverters | 29 | 0.00674
well taps | 1488 | 0.0370
multi-input cells | 3172 | 0.442
repair buffers | 279 | 0.0431
inverters | 1 | 0.0000747
==> power groups by stage <==
stage	registers (mW)	clock network (mW)	logic, mW
finish	3.65	3.30	0.929
global route	3.67	3.46	0.978
CTS	3.64	3.33	0.908
No activity file was given, so power comes from the tool's default toggle rates.
