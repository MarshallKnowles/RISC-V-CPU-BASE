<file path="flow/design.v">
module dec5to32(
    input [4:0] data_in,
    output [31:0] data_out
);
assign data_out = 2**data_in;
endmodule
</file>
<file path="flow/run.sh">
#!/bin/bash
# OpenROAD 26Q1-2900-gdf79404cd8, Yosys 0.63+post, stock flow scripts
make -C /OpenROAD-flow-scripts/flow DESIGN_CONFIG=/design/flow/config.mk WORK_HOME=/design/flow/orfs finish
</file>
<file path="flow/config.mk">
export PLATFORM = sky130hd
export DESIGN_NAME = dec5to32
export DESIGN_NICKNAME = dec5to32
export VERILOG_FILES = /design/flow/design.v
export SDC_FILE = /design/flow/constraint.sdc
export NUM_CORES = 4
export LEC_CHECK = 1
export CORE_AREA = 10 10 70 70
export DIE_AREA = 0 0 80 80
</file>
<file path="flow/constraint.sdc">
current_design dec5to32

set clk_period 1.5
set clk_io_pct 0.2

create_clock -name clk0 -period $clk_period

set non_clock_inputs [all_inputs -no_clocks]
set_input_delay [expr $clk_period * $clk_io_pct] -clock clk0 $non_clock_inputs
set_output_delay [expr $clk_period * $clk_io_pct] -clock clk0 [all_outputs]
</file>
==> impl_metrics.yaml <==
# implementation run metrics
timing:
  hold_slack_ns: 0.992
  maxSlewViolCount: 0
  hold_viol_final: 0
  fmax_ghz: 0.682
  setup_viol: 0
  worstMarginPinSlew_ns: 0.189
  period_used_pct: 97.7
  grt_setup_unrepaired: "true"
  period_minus_slack_ns: 1.47
  relSlewSlack_pct: 87.4
synth:
  ys_top_cells_by_area: "nor2_1, or3b_1, nand3b_1"
  synth_top_area_share_pct: 56.1
  synth.distinct_cells: 9
  ys_seq_share_pct: 0
  syn-mean-instance-area_um2: 4.55
  yosysWarnings: 0
  ys_area_um2: 214
  synth_cells: 47
  yosys.area.top_type: "nor2_1"
  ys_cells: 47
  synth_area_um2: 214
global_route:
  grt_pass1_vias: 451
  grt_pass1_wl_um: 2410
  grt_overflow: 0
  grt_max_degree: 9
  antenna_found_initial: 0
  grt_usage_pct: 4.53
drt:
  wl_per_cell_um: 11.9
  via_per_inst: 3.38
  drtIter0Drc: 10
  postRouteWirelength_um: 1690
  ant_nets: 0
  antennaDiodeCount: 0
  drcViolationCount: 0
  first_pass_iters: 2
  dr_total_vias: 480
clock_network:
  cts_hold_buf: 0
flow_run:
  stage_log_warnings: 34
  cap_violations: 0
floorplan:
  row_count: 21
  chip_area_mm2: 0.00640
  fp_util_pct: 6.26
  core_mm2: 0.00342
  die_w_um: 80
  die_h_um: 80
  ios: 37
pwr:
  p_leak_uw: 0.000405
  total_power_uw: 130
  peakVddDrop_v: 0.0000366
  power_density_mw_per_mm2: 166
worst_setup_path:
  path_cells: "clkbuf_4 -> nand2b_4 -> nor2_2 -> clkdlybuf4s50_1"
  cp.required_ns: 1.20
  critPathLaunchType: "input pin"
  arrival_ns: 1.17
  path_max_fanout: 4
  critPathKind: "input pin to output port"
  end_kind: "output port"
  worst_path_max_delay_cell: "clkdlybuf4s50_1"
  cp_slowest_stage_delay_ns: 0.46
layout:
  drive_above_1_share_pct: 55.2
  lay_top_count: "nor2_1"
  lay_top_cells: "nor2_1, dlygate4sd2_1, nor2_2, buf_4, buf_2"
  seq_cells: 0
  areaGrowthSynthToFinish_pct: 267
  clkbuf_count: 0
  flop_area_um2: 0
worst_hold_path:
  min_path_type: "input pin to output port"
place:
  dp_hpwl_um: 1280
  gp_congestion: 0.730
  port_buffers: 37
run_status:
  status: "finished, final reports clean"
-- synth_stat cells --
master / number
or3b_1: 3
nand3b_1: 3
nand2b_1: 2
or3_1: 1
nand3_1: 1
nand2_1: 1
or2_2: 1
nor2_1: 32
clkbuf_1: 3
-- per-stage QoR --
step / cell area, µm² / setup TNS [ns] / util [%] / setup slack (ns) / cells
floorplan: 214 / 0 / - / 0.394 / 47
global placement: 653 / -19.51 / 19.1 / -0.706 / 130
detailed placement: 653 / -20.00 / 19.1 / -0.711 / 130
CTS: 709 / -0.319 / 20.8 / -0.231 / 141
global route: 785 / -0.0516 / 23.0 / -0.0261 / 142
finish: 785 / 0 / 23.0 / 0.0346 / 142
-- layout make-up --
cell class	instances	area, µm²
well taps	46	57.6
multi-input cells	44	293
repair buffers	52	434
fillers	376	2630
-- cell families after synthesis --
logic type	count (synthesis)	share of synthesized area, %
buf+inv	3	5.26
simple gates	44	94.7
-- where the power goes --
group | switching (µW) | internal, µW | total, µW
Sequential | 0 | 0 | 0
Clock | 0 | 0 | 0
Combinational | 58.3 | 71.6 | 130
-- path summary, 6_finish.rpt --
check | start | endpoint | slack [ns] | cells past startpoint
setup / recovery | data_in[3] | data_out[23] | 0.03 | 4
hold / removal | data_in[0] | data_out[14] | 0.99 | 4
-- routing by layer --
layer  vias to the layer above  part of all wire (%)  GRT usage (%)
met2                        21                    44           7.87
met4                         0                     0              0
met1                       215                    43           5.54
met5                         -                     0              0
li1                        244                     -              -
met3                         0                    13           1.59
-- worst max-delay path: cells and delay by family --
kind / cells / cell delay [ns]
buf+inv: 2 / 0.61
simple gates: 2 / 0.25
-- what timing repair did --
item	4_1_cts	5_1_grt
pin swaps	32	9
buffers inserted	11	2
resized	87	29
endpoints found under the setup margin	32	17
Power and IR drop assume default switching activity.
